**./design.v**
```verilog
`timescale 1ns / 1ps
module clock_divider(
input in_clock, 
output reg out_clock_GLONASS, 
output reg out_clock_GPS);
	initial begin
		out_clock_GLONASS = 0;
		out_clock_GPS = 0;
	end
	reg [27:0] counter_GLONASS= 28'd0;
	reg [27:0] counter_GPS= 28'd0;
	parameter DIVISOR_GLONASS = 28'd25;
	parameter DIVISOR_GPS = 28'd50;
	always @(posedge in_clock) 
	begin
		counter_GLONASS <= counter_GLONASS + 28'd1;
		counter_GPS <= counter_GPS + 28'd1;
		if(counter_GLONASS == (DIVISOR_GLONASS - 1)) 
			begin
			counter_GLONASS <= 28'd0;
			end
		if(counter_GPS == (DIVISOR_GPS - 1)) 
			begin
			counter_GPS <= 28'd0;
			end
		out_clock_GLONASS <= (counter_GLONASS<DIVISOR_GLONASS/2)?1'b1:1'b0;
		out_clock_GPS <= (counter_GPS<DIVISOR_GPS/2)?1'b1:1'b0;
	end
endmodule
```
**./run.sh**
```bash
#!/bin/bash
# OpenROAD 26Q1-2900-gdf79404cd8, Yosys 0.63+post, stock flow scripts
make -C /OpenROAD-flow-scripts/flow DESIGN_CONFIG=/design/flow/config.mk WORK_HOME=/design/flow/orfs finish
```
**./config.mk**
```make
export PLATFORM = sky130hd
export DESIGN_NAME = clock_divider
export DESIGN_NICKNAME = clock_divider
export VERILOG_FILES = /design/flow/design.v
export SDC_FILE = /design/flow/constraint.sdc
export NUM_CORES = 4
export LEC_CHECK = 1
export CORE_UTILIZATION = 40
```
**./constraint.sdc**
```tcl
current_design clock_divider

set clk_period 3.8
set clk_io_pct 0.2

create_clock -name clk0 -period $clk_period [get_ports {in_clock}]

set non_clock_inputs [all_inputs -no_clocks]
set_input_delay [expr $clk_period * $clk_io_pct] -clock clk0 $non_clock_inputs
set_output_delay [expr $clk_period * $clk_io_pct] -clock clk0 [all_outputs]
```
==> reports/qor.yml <==
crit_slowest_cell: "clkdlybuf4s50_1"
dr_wl_met2_mm: 1.70
first_pass_iters: 4
final.min_clock_period_ns: 1.84
setup_viol: 0
fin_setup_tns_ns: 0
status: "completed"
reg2reg_slack_ns: 2.04
root_buffer: "clkbuf_8"
reg2reg_depth: 5
dpl.cell_count: 330
insertion_delay_ns: 0.33
endpoint: "out_clock_GPS"
numPortBuffers: 2
globalRouteTotalUtil_pct: 13.7
powerDensity_nw_per_um2: 432
dieArea_um2: 6510
wl_met3_um: 148
ir_drop_uv: 284
async_flop_share_pct: 0
postCtsSetupBuffers: 0
grt_pass1_vias: 1466
drt-met1-wl_mm: 2.11
clkTransAtPathRegs_ns: 0.06
dieWidth_um: 80.7
tool_warnings: 28
wirelength_mm: 3.99
numCtsBuffers: 9
ys_area_um2: 2480
cts_tree: "done"
hold_violations: 0
die_height_um: 80.7
edf_count: 0
final_layout_size_suffix_gt1_share_pct: 9.26
row_count: 28
n_antenna_cell: 0
routed_via_density: 4.85
fin_skew_ns: 0.00643
grt_pass1_wl_mm: 6.73
worstReg2RegEnd: "counter_GLONASS[20]"
slew_headroom_pct: 62.6
synth_flops: 58
ys_cells: 255
crit_path_end_kind: "primary output"
clk_path_buf_depth: 2
grt_max_degree: 10
highest_layer: "met4"
syn_area_um2: 2480
synth.avg_cell_area_um2: 9.71
mostFrequentLayoutCell: "dfxtp_1"
cpLargestDelayFamily: "buffers and inverters"
cp_cell_sequence: "clkdlybuf4s50_1"
fillers: 555
r2r_start: "counter_GLONASS[0]"
design_area_um2: 2780
crit_path_start: "out_clock_GPS"
ctsResizeCount: 0
wl_per_cell_um: 11.6
cts_max_level: 3
cp_max_fo: 1
crit_buf_inv: 1
period_used_pct: 48.5
cts_num_sinks: 58
hold_path_depth: 1
required_ns: 3.04
p_total_w: 0.00120
lay_top_cells: "58 x dfxtp_1, 28 x xnor2_1, 24 x xor2_1"
antenna_found_initial: 0
grt.overflow.total: 0
final_max_slew_viol_count: 0
drc: 0
ys_warn_count: 1
grt_setup_unrepaired: "false"
synth_cell_types: 31
initCoreUtil_pct: 41.6
cp-start-kind: "flop"
syn_inst: 255
globalplace.congestion: 0.751
ant_nets: 0
syn2layout_area_growth_pct: 12.1
drtIter0Drc: 36
ioPinCount: 3
cp.depth: 1
cpPeakStageDelay_ns: 0.45
postSynthSeqShare_pct: 46.9
ys.flop_type: "dfxtp_1"
path_class: "reg -> out"
cts_hold_buf: 0
core_area_um2: 5960
leakagePower_nw: 1.07
hold_class: "reg -> reg"
arrival_ns: 1.08
worst_pin_slew_ns: 0.557
place_hpwl_mm: 2.65
fmax_ghz: 0.542
final_cell_count_no_fill: 345
via_count: 1674
place_area_um2: 2570
maxCapViolCount: 0
## sequential cells by signal, summed over array words and instances (netlist names)
name and cells:
counter_GLONASS 28, out_clock_GPS 1, out_clock_GLONASS 1, counter_GPS 28
## how the worst min path moves through the flow
stage | startpoint | end | slack (ns)
after CTS | counter_GPS[27] | counter_GPS[27] | 0.47
after global routing | counter_GPS[27] | counter_GPS[27] | 0.48
final | counter_GPS[27] | counter_GPS[27] | 0.46
## stage by stage
| step | util (%) | setup WS [ns] | hold WS (ns) |
|---|---|---|---|
| 6_report | 46.6 | 1.96 | 0.459 |
| 5_1_grt | 46.6 | 1.86 | 0.478 |
| 4_1_cts | 46.6 | 1.93 | 0.465 |
| 3_5_place_dp | 43.2 | 2.05 | 0.453 |
| 3_3_place_gp | 43.2 | 2.06 | 0.440 |
| 2_1_floorplan | - | 2.18 | 0.425 |
## routing by layer
layer,up-vias,track usage [%]
li1,907,-
met1,747,20.0
met2,18,20.3
met3,2,4.84
met4,0,1.61
met5,-,0
## final cells by class
type                       instances  area, µm²  area share (%)
inverter                          11       41.3            1.49
timing repair buffer               2       20.0           0.721
sequential                        58       1160            41.8
multi-input combinational        184       1260            45.4
clock inverter                     3       65.1            2.34
tap                               75       93.8            3.38
clock buffer                      12        135            4.87
## where the power goes
part           switching (W)  leakage (nW)  internal (W)        total, W
clock network       0.000227         0.100      0.000365        0.000592
registers                  0         0.467      0.000608        0.000608
logic                      0         0.504             0  0.000000000504
## cell usage after synthesis, types with 4 or more instances
cell type | count | area (µm²)
dfxtp_1 | 58 | 1160
xnor2_1 | 28 | 245
xor2_1 | 24 | 210
nand3_1 | 22 | 110
nand2_1 | 20 | 75.1
nor2_1 | 20 | 75.1
nor3_1 | 12 | 60.1
inv_1 | 11 | 41.3
nor4_1 | 11 | 68.8
nand4_1 | 10 | 62.6
ha_1 | 5 | 62.6
and3_1 | 4 | 25.0
and4_1 | 4 | 35.0
## kinds of logic (layout without fill, tap and decap cells)
group / count (synthesis) / in the layout / share of synthesized area, %
buffers and inverters: 13 / 28 / 2.27
xor gates and xnor gates: 52 / 52 / 18.4
DFF: 58 / 58 / 46.9
and+or+nand+nor: 125 / 125 / 29.4
AOI/OAI and AO/OA: 2 / 2 / 0.556
adders and majority gates: 5 / 5 / 2.53
Power figures rest on the tool's default switching activity, not on a simulated workload.
